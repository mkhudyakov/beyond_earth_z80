--- config.mk ---
export PLATFORM = sky130hd
export DESIGN_NAME = top
export DESIGN_NICKNAME = top
export VERILOG_FILES = /design/flow/design.v
export SDC_FILE = /design/flow/constraint.sdc
export NUM_CORES = 4
export LEC_CHECK = 1
export CORE_UTILIZATION = 40
--- constraint.sdc ---
current_design top

set clk_period 5.4
set clk_io_pct 0.2

create_clock -name clk0 -period $clk_period [get_ports {clk}]

set non_clock_inputs [all_inputs -no_clocks]
set_input_delay [expr $clk_period * $clk_io_pct] -clock clk0 $non_clock_inputs
set_output_delay [expr $clk_period * $clk_io_pct] -clock clk0 [all_outputs]
--- design.v ---
module z80_adder (
    input  [7:0] a,
    input  [7:0] b,
    output [7:0] result,
    output       flag_c,
    output       flag_z,
    output       flag_s,
    output       flag_pv,
    output       flag_h,
    output       flag_n
);
    reg [7:0] sum;
    reg c;
    integer i;
    always @(*) begin
        c = 0;
        for (i = 0; i < 8; i = i + 1) begin
            sum[i] = a[i] ^ b[i] ^ c;
            c = (a[i] & b[i]) | (a[i] & c) | (b[i] & c);
        end
    end
    assign result = sum;
    assign flag_c = c;
    assign flag_z = (sum == 8'b0);
    assign flag_s = sum[7];
    assign flag_n = 0;
    assign flag_h = ((a[3] & b[3]) | (a[3] & ~sum[3]) | (b[3] & ~sum[3]));
    assign flag_pv = ~^sum;
endmodule
module top(
    input clk,
    input uart_rx_i,
    output uart_tx_o,
    output reg LED
);
    wire [7:0] rx_data;
    wire rx_ready;
    reg tx_start = 0;
    reg [7:0] tx_data;
    wire tx_busy;
    reg [23:0] blink_timer = 0;
    reg blink = 0;
    reg sending = 0;
    reg [7:0] next_tx_data = 0;
    reg stage = 0;
    reg [7:0] opcode = 0;
    reg [7:0] operand = 0;
    reg rx_state = 0;
    reg evaluate = 0;
    localparam [7:0] ADD_CONST = 8'd42;
    localparam [7:0] UNKNOWN_OPCODE = 8'hFF;
    wire [7:0] sum;
    wire flag_c, flag_z, flag_s, flag_pv, flag_h, flag_n;
    z80_adder alu (
        .a(ADD_CONST),
        .b(operand),
        .result(sum),
        .flag_c(flag_c),
        .flag_z(flag_z),
        .flag_s(flag_s),
        .flag_pv(flag_pv),
        .flag_h(flag_h),
        .flag_n(flag_n)
    );
    wire [7:0] flags = {flag_s, flag_z, 1'b0, flag_h, 1'b0, flag_pv, flag_n, flag_c};
    uart_rx #(.CLK_FREQ(12_000_000), .BAUD(9600)) uart_rx_inst (
        .clk(clk),
        .rst(1'b0),
        .rx(uart_rx_i),
        .data_out(rx_data),
        .data_ready(rx_ready)
    );
    uart_tx #(.CLKS_PER_BIT(1250)) uart_tx_inst (
        .clk(clk),
        .rst(1'b0),
        .tx_start(tx_start),
        .data_in(tx_data),
        .tx(uart_tx_o),
        .busy(tx_busy)
    );
    always @(posedge clk) begin
        tx_start <= 0;
        if (rx_ready && !sending && !evaluate) begin
            if (rx_state == 0) begin
                opcode <= rx_data;
                rx_state <= 1;
            end else begin
                operand <= rx_data;
                rx_state <= 0;
                evaluate <= 1;  
            end
        end
        if (evaluate) begin
            evaluate <= 0;
            if (opcode[7:3] == 5'b10000) begin  
                tx_data <= sum;
                next_tx_data <= flags;
            end else begin
                tx_data <= UNKNOWN_OPCODE;
                next_tx_data <= 8'h00;
            end
            tx_start <= 1;
            sending <= 1;
            stage <= 0;
            blink <= 1;
            blink_timer <= 0;
        end
        if (sending && !tx_busy && !tx_start) begin
            if (stage == 0) begin
                tx_data <= next_tx_data;
                tx_start <= 1;
                stage <= 1;
            end else begin
                sending <= 0;
            end
        end
        if (blink) begin
            blink_timer <= blink_timer + 1;
            if (blink_timer > 1_000_000)
                blink <= 0;
        end
        LED <= blink;
    end
endmodule
module uart_rx #(parameter CLK_FREQ = 12_000_000, parameter BAUD = 9600)(
    input clk,
    input rst,
    input rx,
    output reg [7:0] data_out,
    output reg data_ready
);
    localparam SAMPLE_RATE = 8;
    localparam TICKS_PER_BIT = CLK_FREQ / (BAUD * SAMPLE_RATE);
    localparam MID_SAMPLE = SAMPLE_RATE / 2;
    reg [2:0] rx_samples = 3'b111;
    wire rx_stable = (rx_samples[2] & rx_samples[1]) |
                     (rx_samples[2] & rx_samples[0]) |
                     (rx_samples[1] & rx_samples[0]);
    always @(posedge clk)
        rx_samples <= {rx_samples[1:0], rx};
    reg [$clog2(TICKS_PER_BIT)-1:0] clk_div = 0;
    wire sample_tick = (clk_div == TICKS_PER_BIT - 1);
    always @(posedge clk)
        clk_div <= sample_tick ? 0 : clk_div + 1;
    reg [3:0] bit_idx = 0;
    reg [7:0] rx_shift = 0;
    reg [2:0] sample_cnt = 0;
    reg [1:0] state = 0;
    always @(posedge clk) begin
        if (rst) begin
            state <= 0;
            data_ready <= 0;
        end else if (sample_tick) begin
            case (state)
                0: begin
                    data_ready <= 0;
                    if (!rx_stable) begin
                        sample_cnt <= 0;
                        bit_idx <= 0;
                        state <= 1;
                    end
                end
                1: begin
                    sample_cnt <= sample_cnt + 1;
                    if (sample_cnt == MID_SAMPLE) begin
                        if (!rx_stable)
                            state <= 2;
                        else
                            state <= 0;
                        sample_cnt <= 0;
                    end
                end
                2: begin
                    sample_cnt <= sample_cnt + 1;
                    if (sample_cnt == SAMPLE_RATE - 1) begin
                        rx_shift[bit_idx] <= rx_stable;
                        bit_idx <= bit_idx + 1;
                        sample_cnt <= 0;
                        if (bit_idx == 7)
                            state <= 3;
                    end
                end
                3: begin
                    sample_cnt <= sample_cnt + 1;
                    if (sample_cnt == SAMPLE_RATE - 1) begin
                        if (rx_stable) begin
                            data_out <= rx_shift;
                            data_ready <= 1;
                        end
                        state <= 0;
                        sample_cnt <= 0;
                    end
                end
            endcase
        end
    end
endmodule
module uart_tx #(parameter CLKS_PER_BIT = 1250)(
    input clk,
    input rst,
    input tx_start,
    input [7:0] data_in,
    output reg tx = 1'b1,
    output reg busy = 0
);
    reg [9:0] shift = 10'b1111111111;
    reg [3:0] bit_idx = 0;
    reg [15:0] clk_cnt = 0;
    reg tx_active = 0;
    always @(posedge clk) begin
        if (rst) begin
            tx <= 1'b1;
            busy <= 0;
            tx_active <= 0;
        end else begin
            if (!tx_active) begin
                if (tx_start) begin
                    shift <= {1'b1, data_in, 1'b0};   
                    tx_active <= 1;
                    bit_idx <= 0;
                    clk_cnt <= 0;
                    busy <= 1;
                end
            end else begin
                clk_cnt <= clk_cnt + 1;
                if (clk_cnt == CLKS_PER_BIT - 1) begin
                    clk_cnt <= 0;
                    tx <= shift[bit_idx];
                    bit_idx <= bit_idx + 1;
                    if (bit_idx == 9) begin
                        tx_active <= 0;
                        busy <= 0;
                        tx <= 1'b1;
                    end
                end
            end
        end
    end
endmodule
--- run.sh ---
#!/bin/bash
# OpenROAD 26Q1-2900-gdf79404cd8, Yosys 0.63+post, stock flow scripts
make -C /OpenROAD-flow-scripts/flow DESIGN_CONFIG=/design/flow/config.mk WORK_HOME=/design/flow/orfs finish
==> flow_metrics.py <==
# Metrics from the implementation run
metrics = {
    "placement": {
        "gp_congestion": 0.832,
        "pre_cts_ws_ns": 2.75,
        "portBuffers": 3,
        "post-dp-hpwl_mm": 6.14,
    },
    "hold_path": {
        "hold_path_class": "reg2reg",
        "hold_path_depth": 0,
        "holdPathEnd": "uart_rx_inst.rx_samples[2]",
        "hp-start": "uart_rx_inst.rx_samples[1]",
    },
    "outcome": {
        "outcome": "complete, no violations",
    },
    "synthesis": {
        "synth_area_per_cell_um2": 11.4,
        "ys_top_cells_by_count": "edfxtp_1, nor2_1, inv_1, nand2_1",
        "flop_cell": "edfxtp_1",
        "synthXorXnorAreaFrac_pct": 5.61,
        "synthAdderAreaFrac_pct": 5.65,
        "synthCells": 520,
        "ys_async_sr_fraction_pct": 0,
        "ys_seq_share_pct": 59.4,
        "synthTopLogicFamily": "simple AND/OR/NAND/NOR gates",
        "yosys-stat-cells": 520,
        "edf_count": 100,
        "synth_area_mm2": 0.00594,
        "yosysWarningCount": 4,
        "synth_top_cell_by_area": "edfxtp_1",
        "synthTopCellsByArea": "edfxtp_1, dfxtp_1, ha_1",
        "ys_sh_simple_pct": 17.3,
        "synth.area.mux_share_pct": 1.14,
        "top_cell_area_share_pct": 50.6,
        "top_cell": "edfxtp_1",
        "compound_area_share_pct": 7.61,
        "ys.flops": 126,
        "ys_area_mm2": 0.00594,
        "synth_cell_type_count": 47,
    },
    "worst_setup_path": {
        "r2r_start": "uart_rx_inst.bit_idx[0]",
        "r2r_end": "uart_rx_inst.rx_shift[2]",
        "r2r_slack_ns": 2.67,
        "crit_type": "reg2reg",
        "critical_path_peak_fanout": 12,
        "startpoint_type": "flop",
        "required_ns": 5.56,
        "worstPathArrival_ns": 2.89,
        "cp-end-kind": "flop",
        "reg2regPathDepth": 5,
    },
    "clock_tree": {
        "ctsResizeCount": 0,
        "hold_buffers": 0,
        "cts_max_level": 4,
        "numCtsBuffers": 17,
        "path_clk_slew_ns": 0.05,
        "cts-root-buf": "clkbuf_16",
        "cts_buffer_depth": 2,
        "cts_tree": "built",
        "clk_latency_ns": 0.40,
        "post_cts.repair.setup_buffers": 0,
        "cts_sinks": 126,
    },
    "global_routing": {
        "grt_util_all_layers_pct": 14.3,
        "grt_pass1_vias": 3660,
        "antenna_found_initial": 0,
        "overflow": 0,
        "grt_max_degree": 27,
        "grt_pass1_wl_mm": 16.8,
    },
    "floorplan": {
        "io_pins": 4,
        "die_h_um": 124,
        "die_w_um": 124,
        "coreArea_mm2": 0.0145,
        "die-area_mm2": 0.0153,
        "placementRows": 44,
        "fp_util_pct": 41.0,
    },
    "power_and_ir_drop": {
        "irDropWorstVdd_uv": 237,
        "power.leakage_nw": 2.44,
        "power_density_mw_per_mm2": 444,
    },
    "routing": {
        "ant_nets": 0,
        "route.detailed.drc": 0,
        "wire_per_inst_um": 13.0,
        "drt_wl_total_mm": 9.41,
        "n_antenna_cell": 0,
        "num_vias": 3797,
        "drtIter0Drc": 231,
        "first_pass_iters": 4,
        "viasPerCell": 5.24,
    },
    "final_timing": {
        "drv_slew": 0,
        "layout_min_cycle_time_ns": 2.73,
        "worst_slack_ns": 2.67,
        "rsz0062_at_grt": "false",
        "tightest_slew_ns": 1.07,
        "finalSetupTns_ns": 0,
        "whs_ns": 0.352,
        "hold_viol_final": 0,
        "finalClockSkew_ns": 0.00639,
        "setup_viol_count_final": 0,
        "fin_crit_sh_pct": 50.6,
        "max_freq_mhz": 366,
        "slew_headroom_pct": 27.7,
    },
    "cells_and_area": {
        "drive_above_1_share_pct": 7.78,
        "fin_util_pct": 46.2,
        "area_growth_syn_to_layout_pct": 12.7,
    },
    "flow_run": {
        "log.warning_count": 34,
        "drv_cap": 0,
    },
}
how the worst max path moves through the flow:
stage / slack, ns / start / depth (start not counted) / endpoint
CTS: 2.68 / operand[1] / 15 / next_tx_data[2]
global route: 2.52 / operand[1] / 15 / next_tx_data[2]
finish: 2.67 / uart_rx_inst.bit_idx[0] / 5 / uart_rx_inst.rx_shift[2]
routing by layer:
metal	track usage [%]	vias up	part of all wire [%]
met5	0	-	0
met4	1.51	0	0.74
met3	4.07	4	4.0
met2	21.5	59	46
met1	22.7	1812	50
li1	-	1922	-
critical path, cell delays in order, from the launching register on:
cell	delay, ns
edfxtp_1	0.58
inv_1	0.18
ha_1	0.28
o41ai_1	0.96
a21boi_0	0.24
a41o_1	0.25
flip-flops by register name, indices dropped and copies added (netlist names), 3 cells and up, named ones only:
name / cells
blink_timer: 24
uart_tx_inst.clk_cnt: 16
uart_rx_inst.data_out: 8
tx_data: 8
operand: 8
uart_tx_inst.shift: 9
uart_rx_inst.clk_div: 8
uart_rx_inst.rx_samples: 3
uart_rx_inst.bit_idx: 4
opcode: 5
uart_rx_inst.rx_shift: 8
uart_tx_inst.bit_idx: 4
next_tx_data: 5
uart_rx_inst.sample_cnt: 3
placed cells by master, fill, tap and decap left out, types with 5 or more instances in the layout:
cell and n:
a21oi_1 20, and4_1 7, xnor2_1 20, nand4_1 13, nand2_1 30, nor2_1 72, a31o_2 6, nand3_1 18
nor2b_1 5, edfxtp_1 100, o21ai_0 20, clkbuf_16 17, nor4_1 8, ha_1 26, dfxtp_1 26, and3_1 5
xor2_1 18, clkinv_2 5, and2_1 8, nor3_1 11, inv_1 33, or3_1 11
where the power goes:
| part | switching, W | internal (W) |
|---|---|---|
| combinational | 0.000250 | 0.000206 |
| sequential | 0.000184 | 0.00130 |
| clock | 0.000373 | 0.000660 |
| total | 0.000807 | 0.00217 |
logic make-up after synthesis:
family	Yosys count
AOI/OAI and AO/OA	70
xor gates and xnor gates	38
adders and majority gates	27
buffers and inverters	51
DFF	126
muxes	4
other	1
and+or+nand+nor	203
stage by stage:
| stage | instances | area (µm²) | total power [W] |
|---|---|---|---|
| 5_1_grt | 724 | 6690 | 0.00315 |
| 6_report | 724 | 6690 | 0.00297 |
| 4_1_cts | 724 | 6690 | 0.00300 |
| 3_3_place_gp | 692 | 6140 | 0.00193 |
| 2_1_floorplan | 520 | 5940 | 0.00182 |
| 3_5_place_dp | 692 | 6140 | 0.00195 |
layout make-up:
| type | count | area, µm² |
|---|---|---|
| multi-input cells | 343 | 2220 |
| flip-flops and latches | 126 | 3520 |
| clock inverters | 9 | 66.3 |
| fillers | 1276 | 7790 |
| inverters | 34 | 128 |
| repair buffers | 5 | 45.0 |
| well taps | 184 | 230 |
| clock buffers | 23 | 478 |
No activity file was given, so power comes from the tool's default toggle rates.
